$ cat design/flow/run.sh
#!/bin/bash
# OpenROAD 26Q1-2900-gdf79404cd8, Yosys 0.63+post, stock flow scripts
make -C /OpenROAD-flow-scripts/flow DESIGN_CONFIG=/design/flow/config.mk WORK_HOME=/design/flow/orfs finish
$ cat design/flow/config.mk
export PLATFORM = sky130hd
export DESIGN_NAME = repeat_nfa_top
export DESIGN_NICKNAME = repeat_nfa_top
export VERILOG_FILES = /design/flow/design.v
export SDC_FILE = /design/flow/constraint.sdc
export NUM_CORES = 4
export LEC_CHECK = 1
export CORE_AREA = 10 10 70 70
export DIE_AREA = 0 0 80 80
$ cat design/flow/constraint.sdc
current_design repeat_nfa_top

set clk_period 1.5
set clk_io_pct 0.2

create_clock -name clk0 -period $clk_period [get_ports {clk}]

set non_clock_inputs [all_inputs -no_clocks]
set_input_delay [expr $clk_period * $clk_io_pct] -clock clk0 $non_clock_inputs
set_output_delay [expr $clk_period * $clk_io_pct] -clock clk0 [all_outputs]
$ cat design/flow/design.v
module repeat_nfa_branch1 (
en,
payload,
match,
clk,
reset_n
);
input en;
input clk;
input reset_n;
input [7:0] payload;
output match;
wire match0;
repeat_nfa_opchar_97 repeat_nfa_element_opchar0(.en (en),
						.payload (payload),
						.clk (clk),
						.reset_n (reset_n),
						.match (match0)
);
wire match1;
repeat_nfa_opchar_98 repeat_nfa_element_opchar1(.en (match0),
						.payload (payload),
						.clk (clk),
						.reset_n (reset_n),
						.match (match1)
);
wire match2;
repeat_nfa_opchar_99 repeat_nfa_element_opchar2(.en (match1),
						.payload (payload),
						.clk (clk),
						.reset_n (reset_n),
						.match (match2)
);
assign match = match2;
endmodule
module repeat_nfa_branch2 (
en,
payload,
match,
clk,
reset_n
);
input en;
input clk;
input reset_n;
input [7:0] payload;
output match;
wire match0;
repeat_nfa_opchar_97 repeat_nfa_element_opchar0(.en (en),
						.payload (payload),
						.clk (clk),
						.reset_n (reset_n),
						.match (match0)
);
wire match1;
repeat_nfa_opchar_98 repeat_nfa_element_opchar1(.en (match0),
						.payload (payload),
						.clk (clk),
						.reset_n (reset_n),
						.match (match1)
);
wire match2;
repeat_nfa_opchar_99 repeat_nfa_element_opchar2(.en (match1),
						.payload (payload),
						.clk (clk),
						.reset_n (reset_n),
						.match (match2)
);
assign match = match2;
endmodule
module repeat_nfa_branch3 (
en,
payload,
match,
clk,
reset_n
);
input en;
input clk;
input reset_n;
input [7:0] payload;
output match;
wire match0;
repeat_nfa_opchar_97 repeat_nfa_element_opchar0(.en (en),
						.payload (payload),
						.clk (clk),
						.reset_n (reset_n),
						.match (match0)
);
wire match1;
repeat_nfa_opchar_98 repeat_nfa_element_opchar1(.en (match0),
						.payload (payload),
						.clk (clk),
						.reset_n (reset_n),
						.match (match1)
);
wire match2;
repeat_nfa_opchar_99 repeat_nfa_element_opchar2(.en (match1),
						.payload (payload),
						.clk (clk),
						.reset_n (reset_n),
						.match (match2)
);
assign match = match2;
endmodule
module repeat_nfa_opchar_97(
en,
payload,
match,
clk,
reset_n
);
input en;
input clk;
input reset_n;
input [7:0] payload;
output match;
reg match;
always @(posedge(clk))
begin
	if (!reset_n)
		match <= 0;
	else
	begin
		if(payload == 8'd97 && en == 1)
			match <= 1;
		else
			match <= 0;
	end
end
endmodule
module repeat_nfa_opchar_98(
en,
payload,
match,
clk,
reset_n
);
input en;
input clk;
input reset_n;
input [7:0] payload;
output match;
reg match;
always @(posedge(clk))
begin
	if (!reset_n)
		match <= 0;
	else
	begin
		if(payload == 8'd98 && en == 1)
			match <= 1;
		else
			match <= 0;
	end
end
endmodule
module repeat_nfa_opchar_99(
en,
payload,
match,
clk,
reset_n
);
input en;
input clk;
input reset_n;
input [7:0] payload;
output match;
reg match;
always @(posedge(clk))
begin
	if (!reset_n)
		match <= 0;
	else
	begin
		if(payload == 8'd99 && en == 1)
			match <= 1;
		else
			match <= 0;
	end
end
endmodule
module repeat_nfa_block0(
en,
payload,
match,
clk,
reset_n
);
input en;
input clk;
input reset_n;
input [7:0] payload;
output match;
wire match0;
wire match1;
assign match = match1;
repeat_nfa_branch1 repeat_nfa_branch1(.en (en),
				.payload (payload),
				.clk (clk),
				.reset_n (reset_n),
				.match (match0)
);
repeat_nfa_branch2 repeat_nfa_branch2(.en (match0),
				.payload (payload),
				.clk (clk),
				.reset_n (reset_n),
				.match (match1)
);
endmodule
module repeat_nfa_block1(
en,
payload,
match,
clk,
reset_n
);
input en;
input clk;
input reset_n;
input [7:0] payload;
output match;
wire match0;
wire match1;
assign match = match1;
repeat_nfa_block0 repeat_nfa_block0(.en (en),
				.payload (payload),
				.clk (clk),
				.reset_n (reset_n),
				.match (match0)
);
repeat_nfa_branch3 repeat_nfa_branch3(.en (match0),
				.payload (payload),
				.clk (clk),
				.reset_n (reset_n),
				.match (match1)
);
endmodule
module repeat_nfa_top(
en,
payload,
match,
clk,
reset_n
);
input en;
input clk;
input reset_n;
input [7:0] payload;
output match;
repeat_nfa_block1 repeat_nfa_block1(.en (en),
				.payload (payload),
				.clk (clk),
				.reset_n (reset_n),
				.match (match)
);
endmodule
==> run notes <==
The layout was made with Yosys and OpenROAD.

The flow ran to the end, and the final reports show no timing, DRC or antenna violations. The horizontal extent of the die is 80 um. Per the synthesis report, the dominant area consumer among library cells is sky130_fd_sc_hd__dfxtp_1. In the log, the iteration count for the first detailed-route pass is 2. The number of cells reported by Yosys stat comes to 30. The area of the mapped netlist is 344 sq um.

Per the STA report, the cell with the highest stage delay on the worst path is sky130_fd_sc_hd__clkdlybuf4s50_1. By area the synthesized netlist is led by sky130_fd_sc_hd__dfxtp_1, sky130_fd_sc_hd__nor4b_2, sky130_fd_sc_hd__nor3_1. The first global-routing pass estimated 1.32 mm of wire.

The setup path with the least slack is of type reg -> out. After clock tree synthesis, the setup repair step added 0 buffers. Post-route period utilization is reported as 89.5%.

Max fanout on the critical path was recorded as 1. STA puts the critical path data required time at 1.20 ns. The clock tree root buffer cell is sky130_fd_sc_hd__clkbuf_4. In this run the remaining antenna-violating nets after routing total 0. TritonCTS built the clock tree.

From synthesis to final layout, the design area changed by 60.4%. During I/O placement, the number of pins put on the boundary was 12. The number of failing setup endpoints in the final timing report is 0. Antenna repair during routing inserted a diode count of 0. After layout, the setup clock skew is reported as 0.00152 ns. In this run, synthesis produced a sequential element count of 9. The standard-cell row count is 21. Yosys mapped the design onto 13 distinct sky130hd cell types.

The number of clock buffers added by TritonCTS is 3. The total of warnings raised by yosys is 3. After detailed routing, the number of remaining DRC violations is 0.

The final timing report lists a max-slew violation count of 0. The via count of the first global-routing pass is 292. The actual slew at the worst max-slew pin is 0.360 ns.

The arrival time of the worst setup path is 1.04 ns. The final layout contains routed wiring with a total length of 767 um. The worst setup path is launched from a flip-flop. In this run the VDD rail shows a maximum IR drop of 0.416 mV. The relative slew slack is 75.9%. The worst setup path is captured at a primary output. The clock drives 9 sinks. The buffer depth of the longest clock path is 2.

The final tally of hold violations is 0. The tool flagged a number of max-cap violations equal to 0. Port buffering added 11 buffers. According to the dpl log, the detail-placed design has an HPWL of 582 um. The initial antenna violation count came to 0.

The final report lists a non-filler cell total of 92. The total negative slack is 0 ns. The total overflow left after global routing is 0. The vertical die dimension reported for this design is 80 um. Per the detail_route report, vias per standard cell equal 2.91. Setup repair after global routing left no endpoint under its margin. The die outline area is 0.00640 sq mm. The area share of the largest cell type after synthesis is 52.4%. The final-layout worst hold slack is 0.419 ns. The number of H-tree levels is 1. Counting tap cells, the placed design contains a total of 88 instances.

The critical path's top delay family is buffers and inverters. After clock tree synthesis, the repair step resized 0 gates. The clock period minus worst slack is 1.34 ns. For this design the ratio of total power to cell area is 864 mW/mm^2. The number of instances on the worst hold path is 2.

On the worst path, the slowest cell contributes a delay of 0.47 ns. The number of OpenROAD warnings is 25. The share of the core area taken by cells at floorplan is 10.1%.

The final weighted congestion in routability-driven placement is 0.786. Per the OpenROAD power report, leakage power amounts to 0.163 nW. Per the post-run analysis, buffers plus inverters along the critical path come to 1. The placeable core region is 0.00342 sq mm. The logic depth of the worst setup path including buffers is 1.

The overall fraction of global-route tracks in use is 2.66%. The post-cts hold buffer count is 0. In this run, the number of DRC markers left after iteration 0 of detailed routing was 9. The vias after detailed routing is 268.

Walking the worst path, the cells encountered are clkdlybuf4s50_1. The share of the yosys chip area belonging to registers is 52.4%. The mean cell area of the mapped netlist is 11.5 sq um. Yosys reports a chip area of 344 sq um. The post-synthesis cell count is 30. Entering global routing, the biggest net connects 10 pins. The routed wire length per instance is 8.34 um. Of the cells placed in the final design, the portion with a size suffix greater than 1 is 23.9%. The later-pin clock latency in the skew report is 0.26 ns.

The achievable clock frequency is 0.745 GHz. The class of the most critical hold timing path is reg -> reg. The post-CTS clock slew at the launch and capture registers of the worst setup and hold paths is 0.06 ns. The path depth of the worst reg2reg path is 2.
-- kinds of logic (layout without fill, tap and decap cells) --
group | count (synthesis) | in the layout | synth area share (%)
buffers and inverters | 3 | 19 | 3.63
AND/OR/NAND/NOR | 18 | 18 | 44.0
flip-flops | 9 | 9 | 52.4
-- placed cells by master, fill, tap and decap left out --
master	instances
sky130_fd_sc_hd__inv_1	1
sky130_fd_sc_hd__nand4bb_2	1
sky130_fd_sc_hd__or3b_4	1
sky130_fd_sc_hd__nand4bb_1	1
sky130_fd_sc_hd__nor4_4	1
sky130_fd_sc_hd__nor4b_2	2
sky130_fd_sc_hd__clkbuf_4	3
sky130_fd_sc_hd__nand3b_1	2
sky130_fd_sc_hd__clkbuf_1	1
sky130_fd_sc_hd__nor3_1	5
sky130_fd_sc_hd__clkdlybuf4s50_1	11
sky130_fd_sc_hd__nor4_1	1
sky130_fd_sc_hd__buf_4	3
sky130_fd_sc_hd__dfxtp_1	9
sky130_fd_sc_hd__nand2_1	4
-- worst reg2reg max path: stages, from the launching register on --
cell	delay (ns)
sky130_fd_sc_hd__dfxtp_1	0.31
sky130_fd_sc_hd__inv_1	0.03
sky130_fd_sc_hd__nor4_1	0.22
-- synth_stat cells --
library cell and count:
sky130_fd_sc_hd__buf_2 1, sky130_fd_sc_hd__clkbuf_1 1, sky130_fd_sc_hd__dfxtp_1 9, sky130_fd_sc_hd__inv_1 1, sky130_fd_sc_hd__nand2_1 4, sky130_fd_sc_hd__nand3b_1 2
sky130_fd_sc_hd__nand4bb_1 1, sky130_fd_sc_hd__nand4bb_2 1, sky130_fd_sc_hd__nor3_1 5, sky130_fd_sc_hd__nor4_1 1, sky130_fd_sc_hd__nor4_4 1, sky130_fd_sc_hd__nor4b_2 2
sky130_fd_sc_hd__or3b_4 1
-- area by class of cell --
cell class                      instances  area, sq um
Timing Repair Buffer                   14          133
Inverter                                1         3.75
Fill cell                             392         2860
Sequential cell                         9          180
Clock buffer                            4         26.3
Tap cell                               46         57.6
Multi-Input combinational cell         18          151
-- routing by layer --
layer,vias to the layer above,part of all wire [%],global-route usage (%)
li1,139,-,-
met1,116,50,3.45
met2,9,40,3.45
met3,4,7.0,1.82
met4,0,2.7,0.704
met5,-,0,0
-- report_power, final --
| group | switching (mW) | total (mW) | leakage, nW | internal [mW] |
|---|---|---|---|---|
| sequential | 0.00000634 | 0.239 | 0.0724 | 0.239 |
| combinational | 0.0166 | 0.0494 | 0.0754 | 0.0328 |
| clock | 0.0861 | 0.189 | 0.0150 | 0.103 |
| total | 0.103 | 0.477 | 0.163 | 0.374 |
-- per-stage QoR --
step | worst slack [ns] | area (sq um) | utilization, % | power [mW]
after global placement | 0.0572 | 526 | 15.4 | 0.293
after floorplan | 0.527 | 344 | - | 0.260
after detailed placement | 0.0368 | 526 | 15.4 | 0.294
final | 0.157 | 552 | 16.2 | 0.477
after CTS | 0.140 | 552 | 16.2 | 0.482
after global routing | 0.0758 | 552 | 16.2 | 0.502
-- worst paths after layout --
kind / startpoint / to / slack [ns]
max: flip-flop / match / 0.16
min: flip-flop / flip-flop / 0.42
max reg2reg: flip-flop / flip-flop / 0.86
min reg2reg: flip-flop / flip-flop / 0.42
Power and IR drop assume default switching activity.
